==> flow/design.v <==
module clockdivider(
    input CLOCK,		 
    input RESET,		 
    output reg clockdiv	 
    );
    reg [31:0] clockcount;		 
    localparam clockconstant = 70000000;	 
always@(posedge RESET or posedge CLOCK) begin  
         if(RESET==1'b1) begin	 
             clockcount<=32'b0;
         end
         else if (clockcount==clockconstant-1) begin  
             clockcount<=32'b0;
         end
         else begin	 
             clockcount<=clockcount+1; 
         end
     end
always@(posedge RESET or posedge CLOCK) begin  
         if(RESET==1'b1) begin	 
             clockdiv<=1'b0;
         end
         else if (clockcount==clockconstant-1) begin	 
             clockdiv<=~clockdiv;
         end
         else begin
             clockdiv<=clockdiv;	 
         end
     end
endmodule
==> flow/run.sh <==
#!/bin/bash
# OpenROAD 26Q1-2900-gdf79404cd8, Yosys 0.63+post, stock flow scripts
make -C /OpenROAD-flow-scripts/flow DESIGN_CONFIG=/design/flow/config.mk WORK_HOME=/design/flow/orfs finish
==> flow/config.mk <==
export PLATFORM = sky130hd
export DESIGN_NAME = clockdivider
export DESIGN_NICKNAME = clockdivider
export VERILOG_FILES = /design/flow/design.v
export SDC_FILE = /design/flow/constraint.sdc
export NUM_CORES = 4
export LEC_CHECK = 1
export CORE_UTILIZATION = 40
==> flow/constraint.sdc <==
current_design clockdivider

set clk_period 4.8
set clk_io_pct 0.2

create_clock -name clk0 -period $clk_period [get_ports {CLOCK}]

set non_clock_inputs [all_inputs -no_clocks]
set_input_delay [expr $clk_period * $clk_io_pct] -clock clk0 $non_clock_inputs
set_output_delay [expr $clk_period * $clk_io_pct] -clock clk0 [all_outputs]
==> results.sh <==
# source this file to load flow results
export IMPL_status="finished clean"
export IMPL_drv_cap=0
export IMPL_yosysWarnings=1
export IMPL_critPathBufInv=1
export IMPL_top_area_frac=0.507
export IMPL_hold_violations=0
export IMPL_slew_viol_final=0
export IMPL_fill_cells=336
export IMPL_netlist_instances=158
export IMPL_fin_hold_ws_ns=0.471
export IMPL_mux_area_frac=0
export IMPL_drc=0
export IMPL_clock_sinks=33
export IMPL_ioPinCount=3
export IMPL_yosysChipArea_sq_mm=0.00163
export IMPL_end_kind="output port"
export IMPL_chipArea_sq_mm=0.00433
export IMPL_yosysUniqueCellTypes=33
export IMPL_start_kind="flip-flop"
export IMPL_max_stage_delay_ns=0.46
export IMPL_initCoreUtil=0.432
export IMPL_grt_max_degree=34
export IMPL_cts_setup_buffers=0
export IMPL_grt_pass1_vias=1159
export IMPL_diodes=0
export IMPL_leakage_nw=0.722
export IMPL_crit_path_cell_trace="clkdlybuf4s50_1"
export IMPL_areaGrowthSynthToFinish_pct=9.45
export IMPL_clk_latency_ns=0.29
export IMPL_grt_pass1_wl_um=5310
export IMPL_slew_headroom=0.471
export IMPL_portBuffers=2
export IMPL_syn_area_per_cell_sq_um=10.3
export IMPL_tool_warnings=25
export IMPL_synth_seq_share=0.507
export IMPL_cts_resized=0
export IMPL_period_minus_slack_ns=2.08
export IMPL_core_sq_mm=0.00377
export IMPL_path_delay_family="buffers and inverters"
export IMPL_dieWidth_um=65.8
export IMPL_synthTopCellsByCount="dfrtp_1, xnor2_1, nand3_1"
export IMPL_edf_count=0
export IMPL_hpwl_um=2110
export IMPL_synthArstFlopShare=1.00
export IMPL_required_ns=3.84
export IMPL_fin_setup_tns_ns=0
export IMPL_synth_flop_count=33
export IMPL_dr_total_vias=1199
export IMPL_synthTopLogicFamily="simple AND/OR/NAND/NOR gates"
export IMPL_fin_skew_ns=0.00689
export IMPL_antenna_found_initial=0
export IMPL_fmax_mhz=480
export IMPL_clockRootBuffer="clkbuf_8"
export IMPL_cts_tree="built"
export IMPL_cp_max_fo=2
export IMPL_cts_buffer_depth=2
export IMPL_rsz0062_at_grt="no"
export IMPL_flop_cell="dfrtp_1"
export IMPL_worstMarginPinSlew_ns=0.788
export IMPL_cts_htree_levels=2
export IMPL_place_congestion=0.879
export IMPL_finalSetupViolCount=0
export IMPL_netlist_area_sq_mm=0.00163
export IMPL_hp_class="reg -> reg"
export IMPL_slowest_stage="clkdlybuf4s50_1"
export IMPL_ys_sh_simple=0.285
export IMPL_yosys_area_top_type="dfrtp_1"
export IMPL_overflow=0
export IMPL_viasPerCell=5.63
export IMPL_power_density_mw_per_mm2=276
export IMPL_ir_worst_vdd_mv=0.171
export IMPL_drt_total_wl_um=3030
export IMPL_ys_sh_xor=0.129
export IMPL_synthAdderAreaFrac=0.00768
export IMPL_area_leaders="dfrtp_1, xnor2_1, nand4_1, nand3_1, xor2_1"
export IMPL_clkSlewWorstSetupHoldPaths_ns=0.07
export IMPL_track_usage=0.163
export IMPL_most_common_cell="dfrtp_1"
export IMPL_cp_data_arrival_time_ns=1.12
export IMPL_drive_gt1_frac=0.0848
export IMPL_antenna_left=0
export IMPL_fp_row_count=22
export IMPL_ys_cells=158
export IMPL_die_h_um=65.8
export IMPL_dr_pass1_iters=4
export IMPL_first_iter_violations=66
export IMPL_cts_buffers=5
export IMPL_post_synth_ao_oa_area_fraction=0.0492
export IMPL_crit_type="reg -> out"
export IMPL_ctsHoldBuffers=0
export IMPL_wire_per_inst_um=14.2
export IMPL_finalCritPeriodShare=0.434
==> state kept, by name (all words and copies together), names as in the netlist <==
register / flops
clockcount: 32
clockdiv: 1
==> stage by stage <==
| stage | setup WS (ns) | area, sq um | utilization | std cells | power, mW |
|---|---|---|---|---|---|
| finish | 2.72 | 1780 | 0.473 | 213 | 0.493 |
| global route | 2.68 | 1780 | 0.473 | 213 | 0.511 |
| CTS | 2.70 | 1780 | 0.473 | 213 | 0.498 |
| detailed placement | 2.88 | 1690 | 0.449 | 205 | 0.290 |
| global placement | 2.95 | 1690 | 0.449 | 205 | 0.290 |
| floorplan | 3.04 | 1630 | - | 158 | 0.287 |
==> path summary, 6_finish.rpt <==
path                               startpoint             end  slack, ns  cells after the start
worst min register to register       clockdiv        clockdiv       0.47                      1
worst min-delay path                 clockdiv        clockdiv       0.47                      1
worst max-delay path                 clockdiv        clockdiv       2.72                      1
worst max register to register  clockcount[0]  clockcount[26]       2.86                      5
min in group asynchronous               RESET  clockcount[17]       1.04                      3
max in group asynchronous               RESET  clockcount[28]       3.46                      3
==> cell usage in the layout (no fill, tap or decap), types with 5 or more instances in the layout <==
master    instances
nand2_1           7
nand3_1          14
nand4_1          13
nor2_1           10
dfrtp_1          33
nor4_1            5
xnor2_1          18
xor2_1            6
a21oi_1           6
clkbuf_8          5
and3_1            5
==> final cells by class <==
type	instances	area, sq um	area share
flip-flops and latches	33	826	0.463
multi-input cells	118	767	0.430
clock buffers	5	68.8	0.0386
well taps	48	60.1	0.0337
repair buffers	3	27.5	0.0154
clock inverters	3	22.5	0.0126
inverters	3	11.3	0.00632
==> layer usage <==
| layer | vias up | wire (um) | track usage |
|---|---|---|---|
| li1 | 587 | - | - |
| met5 | - | 0 | 0 |
| met2 | 30 | 1320 | 0.235 |
| met3 | 7 | 160 | 0.0332 |
| met1 | 575 | 1500 | 0.264 |
| met4 | 0 | 53 | 0.0299 |
==> power by group <==
part	switching, mW	internal (mW)
registers	0	0.278
logic	0.00513	0.00130
clock network	0.107	0.102
==> cells by family after synthesis <==
family,count (synthesis)
and+or+nand+nor,79
adders and majority gates,1
AOI/OAI and AO/OA,14
xor gates and xnor gates,24
buffers and inverters,7
DFF,33
No activity file was given, so power comes from the tool's default toggle rates.
